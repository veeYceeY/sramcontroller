==> flow/config.mk <==
export PLATFORM = sky130hd
export DESIGN_NAME = sramctrl
export DESIGN_NICKNAME = sramctrl
export VERILOG_FILES = /design/flow/design.v
export SDC_FILE = /design/flow/constraint.sdc
export NUM_CORES = 4
export LEC_CHECK = 1
export CORE_UTILIZATION = 30
==> flow/constraint.sdc <==
current_design sramctrl

set clk_period 4.9
set clk_io_pct 0.2

create_clock -name clk0 -period $clk_period [get_ports {clk_in}]

set non_clock_inputs [all_inputs -no_clocks]
set_input_delay [expr $clk_period * $clk_io_pct] -clock clk0 $non_clock_inputs
set_output_delay [expr $clk_period * $clk_io_pct] -clock clk0 [all_outputs]
==> flow/design.v <==
module sramctrl
	(
		input wire clk_in,
		input wire rst_in,
		input wire trig_in,
		input wire rw_in,
		input wire [18:0] addr_in,
		input wire [7:0] w_data_in,
		output reg [7:0] r_data_out,
		output reg done_out,
		output reg we_n_out,
		output reg ce_n_out,
		output reg oe_n_out,
		output reg lb_n_out,
		output reg ub_n_out,
		output reg [17:0] addr_out,
		inout  wire [15:0] data_io
	);
		reg [2:0] state;
		localparam 	init=3'b000,
						idle=3'b001,
						read=3'b010,
						write=3'b011,
						latch=3'b100;
		reg [15:0] data_io_reg;
		reg trig_buf;
		reg [15:0] r_data,w_data;
		assign data_io=data_io_reg;
		always@(posedge clk_in,negedge rst_in) begin
			if(!rst_in) begin
				state<=init;
			end else begin
				case(state)
				init: begin
					oe_n_out	<=	1'b1;
					ce_n_out	<=	1'b1;
					we_n_out	<=	1'b1;
					addr_out	<=	18'b0;
					data_io_reg<=16'b0;
					state		<=	idle;
				end
				idle: begin
					we_n_out	<=	1'b1;
					if(trig_in) begin
						if(rw_in) begin
							oe_n_out	<=	1'b0;
							addr_out	<=addr_in[18:1];
							data_io_reg		<=16'bz;
							done_out		<=1;
							state		<=read;
						end else begin
							oe_n_out	<=	1'b1;
							addr_out	<=addr_in[18:1];
							data_io_reg		<=w_data;
							done_out		<=1;
							state		<=write;
						end
					end else begin
						oe_n_out	<=	1'b1;
						ce_n_out	<=	1'b0;
						we_n_out	<=	1'b1;
						done_out	<=	1'b1;
						addr_out	<=	18'b0;
						state		<=	idle;
					end
				end
				read: begin
					ce_n_out	<=	1'b0;
					oe_n_out	<=	1'b0;
					we_n_out	<=	1'b1;
					r_data	<=	data_io;
					done_out	<=	1'b0;
					state		<=	latch;
				end
				write: begin
					ce_n_out	<=	1'b0;
					oe_n_out	<=	1'b1;
					we_n_out	<=	1'b0;
					done_out	<=	1'b0;
					state		<=latch;
				end
				latch: begin
					r_data	<=	data_io;
					state<=idle;
				end
				default: begin
					state<=init;
				end
				endcase
			end
		end
	always@* begin
		if(!rw_in) begin
		if(addr_in[0]) begin
			ub_n_out<=1'b1;
			lb_n_out<=1'b0;
			w_data[15:8]<=w_data_in;
			w_data[7:0]<=8'b0;
			r_data_out<=r_data[7:0];
		end else begin
			ub_n_out<=1'b0;
			lb_n_out<=1'b1;
			w_data[15:8]<=8'b0;
			w_data[7:0]<=w_data_in;
			r_data_out<=r_data[15:8];
		end
		end else begin
		if(addr_in[0]) begin
			ub_n_out<=1'b0;
			lb_n_out<=1'b0;
			w_data[15:8]<=w_data_in;
			w_data[7:0]<=8'b0;
			r_data_out<=r_data[7:0];
		end else begin
			ub_n_out<=1'b0;
			lb_n_out<=1'b0;
			w_data[15:8]<=8'b0;
			w_data[7:0]<=w_data_in;
			r_data_out<=r_data[15:8];
		end
		end
	end
endmodule
==> flow/run.sh <==
#!/bin/bash
# OpenROAD 26Q1-2900-gdf79404cd8, Yosys 0.63+post, stock flow scripts
make -C /OpenROAD-flow-scripts/flow DESIGN_CONFIG=/design/flow/config.mk WORK_HOME=/design/flow/orfs finish
==> results.toml <==
# implementation run metrics
[power]
clkPwrFrac_pct = 32.4
p_int_uw = 831
combPwrFrac_pct = 10.1
post-layout-total-power_mw = 1.04
switching_power_uw = 212
switching_share_pct = 20.3
sequentialPowerShare_pct = 57.5
max-vdd-ir-drop_mv = 0.150
static_power_due_to_leakage_nw = 1.17
cellPowerDensity_mw_per_mm2 = 337

[critical_path]
crit_buf_inv = 2
worst-endpoint-required_ps = 3920
data_arrival_time_of_the_worst_path_ps = 2680
worst_setup_path_start_kind = "primary input"
rrSetupSlack_ps = 3330
critical_path_end_type = "output pin"
critical_path_peak_fanout = 19
cell_type_of_the_slowest_stage_on_the_worst_timing_path = "clkdlybuf4s50_1"
path_common_cell = "clkdlybuf4s50_1"
crit_type = "primary input to output pin"
cp_cell_sequence = "clkdlybuf4s50_1, mux2_2, clkdlybuf4s50_1"
slowest_stage_delay_cp_ps = 890
critical-path-top-delay-family = "buffers and inverters"

[logic_synthesis]
enable_flop_cells = 54
ys_chip_area_mm2 = 0.00222
synth_flop_count = 59
synth_cell_type_count = 21
post_synth_instance_area_mm2 = 0.00222
yosysWarnings = 2
most_used_standard_cells_in_the_synthesized_netlist = "54 x edfxtp_1, 28 x and3_1, 10 x and2_1"
post_synth_inst_count = 133
most_common_cell = "edfxtp_1"
async_reset_ff_share_pct = 8.47
yosysTopAreaCell = "edfxtp_1"
synth_seq_share_pct = 78.8
average_cell_area_after_synthesis_um2 = 16.7
synth_top_flop_cell = "edfxtp_1"
top_cells_by_area = "edfxtp_1 73%, and3_1 7.9%, dfrtp_1 4.5%"
yosys_stat_cell_total = 133
top_area_cell_type_share_of_the_netlist_area_pct = 73.1

[global_route]
grt_max_degree = 34
global_route_total_usage_across_every_layer_pct = 10.9
global_route.overflow_total = 0
grt_pass1_wl_mm = 6.16
antenna_found_initial = 0
number_of_global_route_vias_before_repair = 1247

[timing]
max-slew-margin-rel_pct = 47.9
final-max-slew-violation-count = 0
setup_viol = 0
timing.hold.ws_ps = 442
timing_hold_violations_final = 0
timing.clock.skew_ps = 5.25
slew_of_the_pin_with_the_lowest_slew_margin_ps = 782
tns_ps = 0
minimum_clock_period_after_layout_ps = 3660
fin_crit_sh_pct = 74.7
fmax_mhz = 273
rsz0062_at_grt = "false"

[detailed_routing]
antenna_violating_nets_post_route = 0
drc_errors = 0
num_vias = 1292
routed_len_inst_um = 13.0
via_per_inst = 4.29
dr.first_iter.drc_count = 20
drt_wl_total_mm = 3.90
antenna_cells_inserted = 0
detail_route.first_pass.iterations = 4

[place]
io_buffers = 62
gp_routability_congestion = 0.734
dp.final_hpwl_mm = 2.80
place_inst = 286

[clock_tree]
cts.clk_slew.worst_paths_ps = 50
numClockSinks = 59
h-tree-depth = 3
hold_buffers = 0
cts.repair_timing.setup_buffer_count = 0
clockBufferDepth = 2
cts_root_buf = "clkbuf_8"
post_cts_resized = 0
clk_latency_ps = 320
tritoncts.num_buffers = 9
cts_tree = "yes"

[layout]
layout_cell_share_with_drive_strength_beyond_1_pct = 11.2
multi_input_comb_area_um2 = 430
synthToLayoutAreaGrowth_pct = 39.6
fillers = 648
max_ffs_per_register = 18
seqCellArea_mm2 = 0.00175
instances_no_fill = 301

[job]
max_cap_viol_count = 0
warnings = 57

[die]
fp_util_pct = 31.8
design.portCount = 79
chipWidth_um = 88.0
core_region_area_mm2 = 0.00698
floorplan.die.height_um = 88.0
row_count = 30
die_footprint_mm2 = 0.00774

[run_status]
outcome = "complete, no violations"

[worst_hold_path]
hold_path.class = "flip-flop to flip-flop"
-- logic make-up after synthesis --
logic type      after synthesis  synth area share, %
flops                        59                 78.8
buf+inv                      10                 1.75
mux                           8                 4.06
compound gates                5                 1.47
simple gates                 50                 13.7
other cells                   1                0.169
-- final timing paths --
kind                                      end  cells past startpoint        from
worst max-delay path            r_data_out[1]                      3  addr_in[0]
worst min-delay path                r_data[4]                      0  data_io[4]
worst max register to register   addr_out[16]                      1    state[0]
worst min register to register      r_data[4]                      0  data_io[4]
max in group asynchronous            state[0]                      1      rst_in
min in group asynchronous            state[1]                      1      rst_in
-- power groups by stage --
stage | Combinational [mW] | Clock [mW] | Sequential [mW]
4_1_cts | 0.107 | 0.348 | 0.600
6_report | 0.106 | 0.338 | 0.599
5_1_grt | 0.118 | 0.374 | 0.603
-- layer usage --
metal	vias to the layer above	global-route usage, %	part of all wire (%)
li1	626	-	-
met1	587	14.4	38
met2	69	15.7	42
met3	10	7.25	18
met4	0	2.24	2.1
met5	-	0	0
-- cells in the final DEF (no fill, tap or decap), types with 3 or more instances in the layout --
cell type and count:
nor2_1 4, and3_1 28, edfxtp_1 54, clkbuf_8 9
clkdlybuf4s50_1 62, nor2b_1 3, clkinv_1 3, and2_1 10
mux2_2 8, inv_1 3, dfrtp_1 4
-- cell type report --
| type | instances | share of cell area (%) |
|---|---|---|
| tap | 96 | 3.88 |
| multi-input combinational | 64 | 13.9 |
| inverter | 3 | 0.364 |
| clock buffer | 10 | 4.12 |
| sequential | 59 | 56.5 |
| timing repair buffer | 64 | 20.5 |
| clock inverter | 5 | 0.687 |
-- per-stage QoR --
| stage | cell area, um^2 | utilization [%] | setup slack (ps) |
|---|---|---|---|
| 2_1_floorplan | 2220 | - | 2440 |
| 3_3_place_gp | 2950 | 42.2 | 1250 |
| 3_5_place_dp | 2950 | 42.2 | 1220 |
| 4_1_cts | 3090 | 44.3 | 1220 |
| 5_1_grt | 3090 | 44.3 | 1120 |
| 6_report | 3090 | 44.3 | 1240 |
No activity file was given, so power comes from the tool's default toggle rates.
